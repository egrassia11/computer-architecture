**./design.v**
```verilog
module alu32 (
    input [31:0] A, B,
    input [3:0] ALUop,  
    output reg [31:0] ALU_result,
    output Zero
);
always @(*) begin
    case (ALUop)
        4'b0000: ALU_result = A & B;     
        4'b0001: ALU_result = A | B;     
        4'b0010: ALU_result = A + B;     
        4'b0110: ALU_result = A - B;     
        4'b0111: ALU_result = (A < B) ? 1 : 0;   
        4'b1100: ALU_result = ~(A | B);  
        default: ALU_result = 0;
    endcase
end
assign Zero = (ALU_result == 0);
endmodule
```
**./run.sh**
```bash
#!/bin/bash
# OpenROAD 26Q1-2900-gdf79404cd8, Yosys 0.63+post, stock flow scripts
make -C /OpenROAD-flow-scripts/flow DESIGN_CONFIG=/design/flow/config.mk WORK_HOME=/design/flow/orfs finish
```
**./config.mk**
```make
export PLATFORM = sky130hd
export DESIGN_NAME = alu32
export DESIGN_NICKNAME = alu32
export VERILOG_FILES = /design/flow/design.v
export SDC_FILE = /design/flow/constraint.sdc
export NUM_CORES = 4
export LEC_CHECK = 1
export CORE_UTILIZATION = 40
```
**./constraint.sdc**
```tcl
current_design alu32

set clk_period 18.2
set clk_io_pct 0.2

create_clock -name clk0 -period $clk_period

set non_clock_inputs [all_inputs -no_clocks]
set_input_delay [expr $clk_period * $clk_io_pct] -clock clk0 $non_clock_inputs
set_output_delay [expr $clk_period * $clk_io_pct] -clock clk0 [all_outputs]
```
==> results.sh <==
# source this file to load flow results
export IMPL_power_density_nw_per_um2=30.8
export IMPL_flops=0
export IMPL_antenna_found_initial=0
export IMPL_holdBufCountCts=0
export IMPL_yosys_area_um2=6330
export IMPL_p_total_uw=229
export IMPL_track_usage_pct=30.6
export IMPL_die_w_um=128
export IMPL_routed_top_layer="met4"
export IMPL_dieArea_um2=16300
export IMPL_row_count=45
export IMPL_seqCellArea_um2=0
export IMPL_hold_viol=0
export IMPL_fin_crit_sh_pct=67.1
export IMPL_setup_viol=0
export IMPL_clkPwrFrac_pct=0
export IMPL_power_frac_seq_pct=0
export IMPL_nFillCells=1579
export IMPL_syn_avg_cell_area_um2=6.74
export IMPL_finalNonFillerCells=1207
export IMPL_die_h_um=128
export IMPL_ctsResizeCount=0
export IMPL_cp_end_kind="primary output"
export IMPL_synth_seq_share_pct=0
export IMPL_drt_total_wl_mm=24.8
export IMPL_finalWeightedCongestion=0.998
export IMPL_ys_cells=940
export IMPL_diodes=0
export IMPL_rsz0062_at_grt="no"
export IMPL_maxCapViolCount=0
export IMPL_wire_per_inst_um=20.5
export IMPL_switching_power_uw=134
export IMPL_startpoint_type="input pin"
export IMPL_grt_pass1_wl_mm=38.5
export IMPL_dp_hpwl_mm=19.6
export IMPL_p_int_uw=94.7
export IMPL_critPathMaxFanout=21
export IMPL_clkbuf_count=0
export IMPL_routed_wl_met3_mm=2.26
export IMPL_drive_gt1_share_pct=6.02
export IMPL_post_cts_buffers=0
export IMPL_worstPathRequired_ps=14560
export IMPL_slew_viol_final=0
export IMPL_max_freq_ghz=0.0819
export IMPL_ys_types=96
export IMPL_placed_cells=1207
export IMPL_io_buffers=101
export IMPL_vias_per_cell=6.16
export IMPL_grt_pass1_vias=6722
export IMPL_status="finished, final reports clean"
export IMPL_post_route_min_period_ps=12210
export IMPL_warnings=101
export IMPL_drt_first_iter_violations=673
export IMPL_vias=7434
export IMPL_dr_pass1_iters=5
export IMPL_tns_ps=0
export IMPL_floorplan_core_util_pct=41.3
export IMPL_drt_met1_wl_mm=11.1
export IMPL_final_antenna_net_count=0
export IMPL_peakVddDrop_mv=0.0156
export IMPL_syn_cell_area_um2=6330
export IMPL_switching_share_pct=58.7
export IMPL_hold_path_class="input pin to primary output"
export IMPL_cp_arrival_ps=8570
export IMPL_power_frac_comb_pct=100.0
export IMPL_wl_met2_mm=10.6
export IMPL_synthToLayoutAreaGrowth_pct=17.7
export IMPL_drc=0
export IMPL_crit_type="input pin to primary output"
export IMPL_worst_pin_slew_ps=926
export IMPL_core_area_um2=15300
export IMPL_grt_ovfl_total=0
export IMPL_synthCells=940
export IMPL_p_leak_uw=0.00324
export IMPL_ys_warn_count=1
export IMPL_grt_max_degree=32
export IMPL_ioPinCount=101
export IMPL_maxSlewHeadroom_pct=37.5
[per-stage QoR]
| step | utilization (%) | setup WS, ps | hold slack, ps | instance area, um2 |
|---|---|---|---|---|
| finish | 48.7 | 5990 | 8590 | 7450 |
| global route | 48.7 | 5670 | 8640 | 7450 |
| CTS | 48.7 | 6110 | 8580 | 7450 |
| detailed placement | 48.7 | 6120 | 8590 | 7450 |
| global placement | 48.7 | 6140 | 8590 | 7450 |
| floorplan | - | 7880 | 7580 | 6330 |
[worst paths after layout]
kind,startpoint,endpoint,slack (ps),cells past startpoint
worst max-delay path,ALUop[3],Zero,5990,12
worst min-delay path,ALUop[1],ALU_result[13],8590,4
[final cells by class]
cell class | count | area, um2 | area share [%]
inverter | 96 | 360 | 4.83
multi-input combinational | 788 | 5740 | 77.0
tap | 211 | 264 | 3.54
timing repair buffer | 112 | 1090 | 14.7
[routing by layer]
| metal | vias to the layer above | GRT usage (%) |
|---|---|---|
| met5 | - | 0 |
| met4 | 0 | 9.55 |
| met3 | 53 | 5.27 |
| met2 | 368 | 46.0 |
| met1 | 3369 | 44.5 |
| li1 | 3644 | - |
[kinds of logic after synthesis]
logic type	count (synthesis)	share of synthesized area [%]
muxes	7	1.15
adders and majority gates	103	20.6
AOI/OAI and AO/OA	361	41.1
xor gates and xnor gates	8	1.11
and+or+nand+nor	309	26.3
buffers and inverters	152	9.82
[Yosys cell counts, types with 10 or more instances]
cell type,n,area share (%)
or4_1,10,1.2
buf_2,11,0.87
nor3_1,17,1.3
ha_1,101,20
nand2b_1,17,1.7
o211ai_1,15,1.8
nand4_1,12,1.2
o21ai_0,50,4.0
a221oi_1,18,2.5
a211oi_1,18,2.1
nor2b_1,13,1.3
nand2_1,62,3.7
a21oi_1,85,6.7
nand3_1,15,1.2
o21bai_1,10,1.2
clkbuf_1,33,2.0
nor2_1,88,5.2
a21o_1,19,2.3
and2_1,10,0.99
inv_1,96,5.7
[placed cells by master, fill, tap and decap left out, types with 9 or more instances in the layout]
cell type	instances
nand2b_1	17
a21oi_1	85
inv_1	96
o21a_1	9
buf_4	11
nor2b_1	13
a221oi_1	18
nor2_1	88
nand4_1	12
a221o_1	9
o21ai_0	50
nand3_1	15
a211oi_1	18
clkdlybuf4s50_1	101
and2_1	10
a21o_1	19
nand2_1	62
o211ai_1	15
ha_1	101
or4_1	10
o21bai_1	10
nor3_1	17
o31ai_1	9
[power groups by stage]
stage                 logic [uW]  clock network (uW)  registers (uW)
after CTS                    225                   0               0
after global routing         249                   0               0
final                        229                   0               0
[critical path, cell delays in order]
cell and delay [ps]:
clkdlybuf4s50_1 970, nor2_1 340, nand2_1 520, buf_4 360, o31a_1 170, nand3_1 90, or4_1 480, or4_1 450
or4_1 460, nor4b_2 250, nor4b_2 300, clkdlybuf4s50_1 520
