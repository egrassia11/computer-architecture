<file path="./config.mk">
export PLATFORM = sky130hd
export DESIGN_NAME = register_file
export DESIGN_NICKNAME = register_file
export VERILOG_FILES = /design/flow/design.v
export SDC_FILE = /design/flow/constraint.sdc
export NUM_CORES = 4
export LEC_CHECK = 1
export CORE_UTILIZATION = 30
</file>
<file path="./constraint.sdc">
current_design register_file

set clk_period 11.0
set clk_io_pct 0.2

create_clock -name clk0 -period $clk_period [get_ports {clk}]

set non_clock_inputs [all_inputs -no_clocks]
set_input_delay [expr $clk_period * $clk_io_pct] -clock clk0 $non_clock_inputs
set_output_delay [expr $clk_period * $clk_io_pct] -clock clk0 [all_outputs]
</file>
<file path="./design.v">
`timescale 1us/1ps
module register_file (
    input wire clk,
    input wire reset,
    input wire [4:0] read_reg1, read_reg2, write_reg,
    input wire [31:0] write_data,
    input wire reg_write,
    output wire [31:0] read_data1, read_data2
);
    reg [31:0] registers [0:31];
    integer i;
    always @(posedge clk or posedge reset) begin
        if (reset) begin
            for (i = 0; i < 32; i = i + 1) begin
                registers[i] <= 32'b0;
            end
        end else if (reg_write && write_reg != 5'b0) begin
            registers[write_reg] <= write_data;
        end
    end
    assign read_data1 = registers[read_reg1];
    assign read_data2 = registers[read_reg2];
endmodule
</file>
<file path="./run.sh">
#!/bin/bash
# OpenROAD 26Q1-2900-gdf79404cd8, Yosys 0.63+post, stock flow scripts
make -C /OpenROAD-flow-scripts/flow DESIGN_CONFIG=/design/flow/config.mk WORK_HOME=/design/flow/orfs finish
</file>
==> results.sh <==
# implementation run metrics
export IMPL_whs_endpoint="registers[0][26]"
export IMPL_critPathKind="in -> out"
export IMPL_cp_arrival_ns=6.72
export IMPL_timing_critical_path_slowest_cell_delay_ns=0.74
export IMPL_tritoncts="built"
export IMPL_vias_per_cell=6.67
export IMPL_htreeDepth=3
export IMPL_initial_utilization_pct=30.3
export IMPL_finalSetupTns_ns=0
export IMPL_synthDistinctLibCells=66
export IMPL_maxCapViolCount=1
export IMPL_cts_buffer_depth=3
export IMPL_critPathCaptureType="output pin"
export IMPL_ys_warnings_count=2
export IMPL_fin_worst_skew_ns=0
export IMPL_global_route_usage_total_pct=33.2
export IMPL_clock_sink_count=1024
export IMPL_grt_first_pass_wirelength_um=381000
export IMPL_yosys_cells=4394
export IMPL_worst_hold_startpoint="registers[0][26]"
export IMPL_reg_top3="registers x1024"
export IMPL_first_global_vias=44100
export IMPL_async_flop_share_pct=100
export IMPL_root_buffer="sky130_fd_sc_hd__clkbuf_16"
export IMPL_critical_path_cell_chain="clkdlybuf4s50_1 -> or2_1 -> buf_4 -> nor2_4 -> buf_4 -> a22oi_1 -> and3_1 -> a31oi_1 -> clkdlybuf4s50_1"
export IMPL_worst_slew_margin_relative_to_its_limit_pct=-2.31
export IMPL_ant_nets=0
export IMPL_die_w_um=416
export IMPL_power_density_nw_per_um2=182
export IMPL_synth_flops=1024
export IMPL_worst_r2r_setup_slack_ns=10.06
export IMPL_syn_to_final_growth_pct=16.0
export IMPL_largest_register_ffs=1024
export IMPL_startpoint_type="input pin"
export IMPL_synth_main_ff_cell="sky130_fd_sc_hd__dfrtp_1"
export IMPL_worstSkewPairLatency_ns=0.73
export IMPL_cts_buffers=110
export IMPL_wl_um=281000
export IMPL_p_leak_nw=25.6
export IMPL_drive_gt1_share_pct=34.2
export IMPL_number_of_drc_markers_in_iteration_0=5703
export IMPL_cp_buffers_inverters=4
export IMPL_cts_hold_fix_buffers=0
export IMPL_critPathTopFamily="buffers and inverters"
export IMPL_fillers=16400
export IMPL_failed_checks="max-capacitance violations, max-slew violations"
export IMPL_stage_log_warnings=39
export IMPL_dr_total_vias=44900
export IMPL_r2r_cells=1
export IMPL_end_of_the_worst_register_to_register_path="registers[5][21]"
export IMPL_timing_final_setup_violations=0
export IMPL_timing_final_crit_share_pct=81.1
export IMPL_r2r_start="registers[5][21]"
export IMPL_io_pin_count=114
export IMPL_ctsResizeCount=0
export IMPL_setup_repair_after_global_routing_missed_its_margin="false"
export IMPL_post_route_min_period_ns=8.92
export IMPL_run_status="complete, but fails checks"
export IMPL_overflow_left_after_global_routing=0
export IMPL_rows=151
export IMPL_number_of_max_slew_violations_in_the_final_report=2
export IMPL_enable_flop_cells=0
export IMPL_die_size_y_um=416
export IMPL_port_buffer_cells=113
export IMPL_hpwlAfterDp_um=174000
export IMPL_holdPathStages=0
export IMPL_routed_wire_length_per_instance_um=41.7
export IMPL_post_cts_setup_buffers=0
export IMPL_post_synth_cell_area_avg_um2=11.7
export IMPL_cp_slowest_cell="sky130_fd_sc_hd__a31oi_1"
export IMPL_synthesis_instances=4394
export IMPL_power_w=0.0108
export IMPL_worst_path_required_time_ns=8.80
export IMPL_clkTransAtPathRegs_ns=0.06
export IMPL_synth_yosys_seq_area_share_pct=49.9
export IMPL_netlist_area_um2=51300
export IMPL_vdd_drop_max_mv=0.113
export IMPL_final_hold_vio_count=0
export IMPL_grt_antenna_before_repair=29
export IMPL_max_flop_register="registers"
export IMPL_grt_start_max_net_pins=123
export IMPL_tightestPinTransition_ns=1.52
export IMPL_area_enclosed_by_the_die_boundary_um2=173000
export IMPL_placeableCoreArea_um2=170000
export IMPL_detailedRoute_firstPassIterationCount=10
export IMPL_route_detailed_drc=0
export IMPL_crit_path_max_fanout=19
export IMPL_ys_chip_area_um2=51300
export IMPL_gp_routability_congestion=1.06
export IMPL_worstHoldPathType="reg -> reg"
export IMPL_achievable_frequency_mhz=112
-- final cells by class --
type	instances	area, µm²	area share, %
Antenna cell	18	45.0	0.0756
Timing Repair Buffer	363	3040	5.10
Multi-Input combinational cell	2907	24200	40.6
Sequential cell	1024	25600	43.0
Clock buffer	151	3180	5.34
Clock inverter	44	681	1.14
Inverter	7	30.0	0.0504
Tap cell	2218	2780	4.66
-- layout by cell type (no fill, tap or decap), types with 71 or more instances in the layout --
cell,n
sky130_fd_sc_hd__nor2_4,71
sky130_fd_sc_hd__dfrtp_1,1024
sky130_fd_sc_hd__clkbuf_16,112
sky130_fd_sc_hd__a22oi_1,751
sky130_fd_sc_hd__mux2_2,996
sky130_fd_sc_hd__clkdlybuf4s50_1,106
sky130_fd_sc_hd__nor2_1,103
sky130_fd_sc_hd__buf_4,246
sky130_fd_sc_hd__nand2_1,239
sky130_fd_sc_hd__nand4_1,101
sky130_fd_sc_hd__a21oi_1,84
-- metrics by stage --
| stage | hold slack [ns] | std cells | instance area (µm²) | setup slack, ns | util (%) |
|---|---|---|---|---|---|
| final | 0.404 | 6732 | 59600 | 2.08 | 35.1 |
| after global routing | 0.410 | 6718 | 59500 | 2.27 | 35.1 |
| after CTS | 0.404 | 6714 | 59500 | 2.29 | 35.1 |
| after detailed placement | 0.389 | 6519 | 55700 | 2.31 | 32.8 |
| after global placement | 0.387 | 6519 | 55700 | 2.32 | 32.8 |
| after floorplan | 0.451 | 4394 | 51400 | -5.31 | - |
-- worst max path at each step --
| stage | start | end | slack (ns) | depth (start not counted) |
|---|---|---|---|---|
| CTS | read_reg1[4] | read_data1[30] | 2.29 | 9 |
| global route | read_reg1[4] | read_data1[30] | 2.27 | 9 |
| finish | read_reg1[4] | read_data1[30] | 2.08 | 9 |
-- metal layers --
layer | share of wire, % | up-vias | track usage, % | wire, µm
li1 | - | 16800 | - | -
met1 | 34 | 22800 | 39.6 | 96600
met2 | 41 | 3865 | 45.6 | 115000
met3 | 15 | 1431 | 18.7 | 43000
met4 | 9.2 | 39 | 22.2 | 25800
met5 | 0.20 | - | 1.17 | 570
-- synth_stat cells, types with 12 or more instances --
cell | number | area (µm²)
sky130_fd_sc_hd__a21oi_1 | 84 | 420
sky130_fd_sc_hd__a221oi_1 | 26 | 228
sky130_fd_sc_hd__a222oi_1 | 22 | 220
sky130_fd_sc_hd__a22o_1 | 35 | 307
sky130_fd_sc_hd__a22oi_1 | 751 | 5640
sky130_fd_sc_hd__a31oi_1 | 21 | 131
sky130_fd_sc_hd__a32oi_1 | 17 | 149
sky130_fd_sc_hd__and3_1 | 15 | 93.8
sky130_fd_sc_hd__buf_1 | 48 | 180
sky130_fd_sc_hd__buf_2 | 188 | 941
sky130_fd_sc_hd__buf_4 | 20 | 150
sky130_fd_sc_hd__clkbuf_1 | 195 | 732
sky130_fd_sc_hd__dfrtp_1 | 1024 | 25600
sky130_fd_sc_hd__mux2_2 | 996 | 11200
sky130_fd_sc_hd__mux2i_1 | 45 | 450
sky130_fd_sc_hd__nand2_1 | 252 | 946
sky130_fd_sc_hd__nand2b_1 | 21 | 131
sky130_fd_sc_hd__nand3_1 | 52 | 260
sky130_fd_sc_hd__nand4_1 | 101 | 632
sky130_fd_sc_hd__nor2_1 | 155 | 582
sky130_fd_sc_hd__nor2_2 | 18 | 113
sky130_fd_sc_hd__nor2b_1 | 12 | 75.1
sky130_fd_sc_hd__nor3_1 | 55 | 275
sky130_fd_sc_hd__nor4_1 | 35 | 219
sky130_fd_sc_hd__o21ai_0 | 30 | 150
sky130_fd_sc_hd__o22ai_1 | 12 | 75.1
sky130_fd_sc_hd__o32a_1 | 14 | 140
-- power by group --
part / switching, W / leakage (nW) / total [W] / internal, W
logic: 0.000764 / 10.6 / 0.00157 / 0.000805
clock network: 0.00165 / 1.90 / 0.00403 / 0.00238
registers: 0.000753 / 13.1 / 0.00523 / 0.00447
-- logic make-up after synthesis --
logic type	count (synthesis)	share of synthesized area [%]
AND-OR/OR-AND	1077	15.6
buffers and inverters	463	4.06
flip-flops	1024	49.9
multiplexers	1052	23.0
AND/OR/NAND/NOR	778	7.42
No activity file was given, so power comes from the tool's default toggle rates.
