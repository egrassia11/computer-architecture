<file path="run.sh">
#!/bin/bash
# OpenROAD 26Q1-2900-gdf79404cd8, Yosys 0.63+post, stock flow scripts
make -C /OpenROAD-flow-scripts/flow DESIGN_CONFIG=/design/flow/config.mk WORK_HOME=/design/flow/orfs finish
</file>
<file path="config.mk">
export PLATFORM = sky130hd
export DESIGN_NAME = barrel_shifter32
export DESIGN_NICKNAME = barrel_shifter32
export VERILOG_FILES = /design/flow/design.v
export SDC_FILE = /design/flow/constraint.sdc
export NUM_CORES = 4
export LEC_CHECK = 1
export CORE_UTILIZATION = 40
</file>
<file path="constraint.sdc">
current_design barrel_shifter32

set clk_period 5.6
set clk_io_pct 0.2

create_clock -name clk0 -period $clk_period

set non_clock_inputs [all_inputs -no_clocks]
set_input_delay [expr $clk_period * $clk_io_pct] -clock clk0 $non_clock_inputs
set_output_delay [expr $clk_period * $clk_io_pct] -clock clk0 [all_outputs]
</file>
<file path="design.v">
module barrel_shifter32 (
    input [31:0] data_in,
    input [4:0] shift_amt,
    input [1:0] shift_type,
    output reg [31:0] data_out
);
always @(*) begin
    case(shift_type)
        2'b00: data_out = data_in << shift_amt;  
        2'b01: data_out = data_in >> shift_amt;  
        2'b10: data_out = $signed(data_in) >>> shift_amt;  
        2'b11: data_out = (data_in >> shift_amt) | (data_in << (32 - shift_amt));  
        default: data_out = data_in;
    endcase
end
endmodule
</file>
==> flow_summary.rst <==
Metrics
=======

.. list-table::
   :header-rows: 1

   * - Metric
     - Value
   * - Kind of critical path
     - in2out
   * - Post-CTS setup buffers
     - 0
   * - Status
     - complete, no violations
   * - Total power divided by cell area
     - 120.1 nW/µm²
   * - Overall die area
     - 17100 µm²
   * - Post-detailed-route DRC marker count
     - 0
   * - Setup repair after global routing missed its margin
     - false
   * - Endpoint kind of the worst setup timing path
     - output port
   * - Area of all placed cells without fillers
     - 7611 µm²
   * - First-pass GRT wire length
     - 51700 µm
   * - Cell with the largest stage delay on the worst path
     - nor3b_1
   * - Clock tree buffer count of the final layout
     - 0
   * - Most used logic cell in the final layout
     - mux2i_1
   * - Number of warning messages in the logs
     - 34
   * - Post-Route Setup TNS
     - 0 ns
   * - Final routed wire length divided by cell count
     - 31.74 µm
   * - Std-Cell Rows
     - 46
   * - Post-Route WL
     - 35320 µm
   * - Placed inst area
     - 7611 µm²
   * - Final critical-path share of the clock period
     - 0.9712
   * - Global placement routability congestion
     - 1.046
   * - Vias in the first global route
     - 7387
   * - Worst EP arrival
     - 4.32 ns
   * - Headroom to the max-slew limit
     - 0.3789
   * - Total cells reported by yosys after synthesis
     - 877
   * - Worst hold endpoint
     - data_out[5]
   * - Number of antenna violations at the first check in global routing
     - 0
   * - Delay of the slowest cell on the worst path
     - 0.58 ns
   * - Max Fanout on Critical Path
     - 10
   * - Count of hold buffers inserted by post-cts repair
     - 0
   * - Hold Vio Cnt, Final
     - 0
   * - Overall Global Routing Usage
     - 0.4362
   * - Slew at the pin closest to its max-slew limit
     - 0.9081 ns
   * - Static Leak
     - 2.865 nW
   * - Initial standard-cell utilization of the core
     - 0.4131
   * - Source of the worst hold timing path
     - shift_amt[4]
   * - Largest vdd supply drop
     - 94.73 µV
   * - Post-Route Utilization
     - 0.4740
   * - Total power after layout
     - 0.9141 mW
   * - Layout Area Growth over Synthesis
     - 14.73%
   * - Net switching power of the design
     - 0.5311 mW
   * - Die height
     - 130.8 µm
   * - Fraction of final layout cells sized beyond drive strength 1
     - 0.2062
   * - Count of distinct cell types in the synthesized netlist
     - 70
   * - Yosys Warn Count
     - 1
   * - Detailed-router iteration count before antenna repair
     - 5
   * - Worst hold path type
     - in2out
   * - Combined flip-flop and latch cell area
     - 0 µm²
   * - Synthesized chip area reported by yosys
     - 6634 µm²
   * - Combinational share of power
     - 1.000
   * - Most frequent cells in the layout
     - mux2i_1, nand2_1, nor2_1
   * - Vias post-DR
     - 8010
   * - Number of cells on the worst hold path
     - 4
   * - Sequential Power Share
     - 0
   * - Floorplan core area
     - 16060 µm²
   * - Required time at the endpoint of the critical path
     - 4.48 ns
   * - Part of the total power dissipated in the clock network
     - 0
   * - Element type at the critical path start
     - input port
   * - Largest net degree at the start of global routing
     - 105
   * - Top-Level Pins
     - 71
   * - Final setup violating endpoints
     - 0
   * - Share of synthesized area occupied by flip-flops and latches
     - 0
   * - Internal portion of total power
     - 0.3830 mW
   * - FFs & Latches
     - 0
   * - Sum of overflow across all layers after global routing
     - 0
   * - Quantity of I/O buffers inserted on ports
     - 71
   * - Number of gates resized after cts
     - 0
   * - Max Slew Vio Count
     - 0
   * - Die width
     - 130.8 µm
   * - Hpwl dp
     - 27410 µm
   * - Final Critical Period
     - 5.439 ns
   * - Netlist Area Pre-Place
     - 6634 µm²
   * - Post-synthesis area per instance
     - 7.564 µm²
   * - Switching Fraction
     - 0.5810
   * - Buffers plus inverters on the worst setup path
     - 3
   * - Cell-by-cell trace of the critical path
     - buf_4 -> inv_1 -> ha_1 -> nor3b_1 -> mux2i_1 -> nand2_1 -> nor2_1 -> a21oi_1 -> o211ai_1 -> clkdlybuf4s50_1
   * - Tally of max-capacitance violations
     - 0
   * - Dominant delay contributor by cell family on the critical path
     - simple AND/OR/NAND/NOR gates
   * - Post-synthesis cell count
     - 877
   * - Average vias per placed instance
     - 7.197
   * - Post-DRT Antenna Nets
     - 0
   * - Number of design-rule violations left by the first detailed-router iteration
     - 1278
   * - Fmax
     - 0.1839 GHz
   * - N_diodes
     - 0
## metal layers
layer / wire (µm) / vias up / part of all wire / global-route usage
li1: - / 3456 / - / -
met1: 14090 / 3844 / 0.40 / 0.6162
met2: 14800 / 623 / 0.42 / 0.6169
met3: 4752 / 85 / 0.13 / 0.1621
met4: 1622 / 2 / 0.046 / 0.1528
met5: 54 / - / 0.0015 / 0.02353
## synth_stat cells (3+ instances only)
cell / instances / area share
inv_1: 11 / 0.0062
mux2_2: 42 / 0.071
mux2_1: 3 / 0.0051
buf_4: 12 / 0.014
a311oi_1: 5 / 0.0066
mux2i_1: 112 / 0.17
o21ai_1: 3 / 0.0023
xnor2_1: 3 / 0.0040
buf_1: 9 / 0.0051
nand2_1: 104 / 0.059
o22ai_1: 13 / 0.012
clkbuf_1: 55 / 0.031
o221ai_1: 7 / 0.0092
mux4_2: 62 / 0.21
o21ai_0: 40 / 0.030
nand4_1: 5 / 0.0047
a221oi_1: 8 / 0.011
o21a_1: 6 / 0.0068
buf_2: 34 / 0.026
and2_1: 7 / 0.0066
or3_1: 4 / 0.0038
o31ai_1: 7 / 0.0079
a2111oi_0: 8 / 0.011
buf_6: 3 / 0.0051
nand3_1: 23 / 0.017
nand3b_1: 7 / 0.0079
nand2b_1: 6 / 0.0057
a32oi_1: 7 / 0.0092
a221o_1: 3 / 0.0045
nor2b_1: 4 / 0.0038
a22oi_1: 10 / 0.011
o32ai_1: 5 / 0.0066
o211a_1: 3 / 0.0045
a211oi_1: 14 / 0.016
o21bai_1: 4 / 0.0045
o211ai_1: 33 / 0.037
a31oi_1: 11 / 0.010
nor2_1: 79 / 0.045
a211o_1: 3 / 0.0040
nor3_1: 14 / 0.011
a21oi_1: 53 / 0.040
## cell type report
cell class | instances | area [µm²]
inverters | 13 | 48.80
multi-input cells | 750 | 6053
repair buffers | 134 | 1239
well taps | 216 | 270.3
fillers | 1630 | 8447
## through the flow
| step | hold WS (ns) | cells | setup WS, ns |
|---|---|---|---|
| 2_1_floorplan | 2.507 | 877 | 0.5585 |
| 3_3_place_gp | 3.098 | 1113 | 0.2870 |
| 3_5_place_dp | 3.115 | 1113 | 0.3180 |
| 4_1_cts | 3.117 | 1113 | 0.3133 |
| 5_1_grt | 3.182 | 1113 | 0.03951 |
| 6_report | 3.128 | 1113 | 0.1614 |
## worst min-delay path, cell delays in order
cell	delay, ns
buf_2	0.27
nand3_1	0.13
nand3_1	0.08
clkdlybuf4s50_1	0.39
## cells by family after synthesis
kind of cell | after synthesis | share of synthesized area
adders and majority gates | 1 | 0.001886
muxes | 219 | 0.4559
buffers and inverters | 127 | 0.08865
AOI/OAI and AO/OA | 257 | 0.2648
and+or+nand+nor | 269 | 0.1824
xor gates and xnor gates | 4 | 0.006414
## worst max path at each step
stage / start / end / slack (ns) / depth (start not counted)
CTS: shift_amt[1] / data_out[31] / 0.31 / 9
global route: shift_amt[1] / data_out[26] / 0.04 / 10
finish: shift_amt[1] / data_out[26] / 0.16 / 10
## power groups by stage
stage / clock, mW / combinational, mW / sequential, mW
global route: 0 / 0.960 / 0
finish: 0 / 0.914 / 0
CTS: 0 / 0.882 / 0
Power figures rest on the tool's default switching activity, not on a simulated workload.
